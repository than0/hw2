===== config.mk =====
export PLATFORM = sky130hd
export DESIGN_NAME = normalization
export DESIGN_NICKNAME = normalization
export VERILOG_FILES = /design/flow/design.v
export SDC_FILE = /design/flow/constraint.sdc
export NUM_CORES = 4
export LEC_CHECK = 1
export CORE_UTILIZATION = 30

===== constraint.sdc =====
current_design normalization

set clk_period 2.3
set clk_io_pct 0.2

create_clock -name clk0 -period $clk_period [get_ports {clk}]

set non_clock_inputs [all_inputs -no_clocks]
set_input_delay [expr $clk_period * $clk_io_pct] -clock clk0 $non_clock_inputs
set_output_delay [expr $clk_period * $clk_io_pct] -clock clk0 [all_outputs]

===== design.v =====
module normalization(input wire clk, input logic signed [9:0] exponent, input wire[47:0] P, output logic signed [9:0] normalized_exponent, output logic[22:0] normalized_mantissa,
output logic guard_bit, output logic sticky_bit);
	logic signed[9:0] exponent_plus_1;
	logic[21:0] sticky_vec1;
	logic[22:0] sticky_vec2;
	assign exponent_plus_1 = exponent + 1;
	always @(posedge clk) begin
		normalized_exponent = P[47] ? exponent_plus_1 : exponent;
		guard_bit = P[47] ? P[23] : P[22];
		sticky_bit = P[47] ? |P[22:0] : |P[21:0];
		normalized_mantissa = P[47] ? P[46:24] : P[45:23];
	end
endmodule

===== run.sh =====
#!/bin/bash
# OpenROAD 26Q1-2900-gdf79404cd8, Yosys 0.63+post, stock flow scripts
make -C /OpenROAD-flow-scripts/flow DESIGN_CONFIG=/design/flow/config.mk WORK_HOME=/design/flow/orfs finish

==> results_dict.tcl <==
# yosys + openroad results
set metrics [dict create \
    status "finished, final reports clean" \
    end_kind "output pin" \
    cts_buffers 5 \
    track_usage 0.126 \
    cpMaxStageDelayCell "clkdlybuf4s50_1" \
    htreeDepth 2 \
    p_per_area_mw_per_mm2 604 \
    place_hpwl_um 2090 \
    via_count 1055 \
    firstDrtPassIters 4 \
    port_buffers 93 \
    gp_congestion 0.764 \
    fp-utilization 0.323 \
    ys_cells 95 \
    die_w_um 65.7 \
    cts.sinks 35 \
    yosysWarnings 1 \
    swShare 0.195 \
    via_per_inst 4.36 \
    place_ws_ps 481 \
    grt_antenna_before_repair 0 \
    n_antenna_cell 0 \
    tightest_slew_ps 358 \
    postCtsHoldBufs 0 \
    overflow 0 \
    finalCriticalPeriod_ps 1530 \
    ys_seq_share 0.575 \
    syn_inst 95 \
    layout_top_cells "clkdlybuf4s50_1, dfxtp_1, mux2_2" \
    final_layout_size_suffix_gt1_frac 0.186 \
    areaGrowthSynthToFinish_pct 89.2 \
    slowest_delay_ps 480 \
    ys_types 16 \
    cts_root_buffer "clkbuf_8" \
    crit_family "buffers and inverters" \
    finalSetupViolations 0 \
    cts_tree "yes" \
    crit_chain "clkdlybuf4s50_1" \
    start_kind "register" \
    final_common_cell "clkdlybuf4s50_1" \
    crit_type "register to output pin" \
    placed_area_sq_mm 0.00220 \
    wl_um 2660 \
    placeableCoreArea_sq_mm 0.00377 \
    grt_max_degree 31 \
    final_area_sq_mm 0.00231 \
    finalCritPeriodShare 0.666 \
    switchingPower_mw 0.271 \
    ir_drop_uv 351 \
    setup_tns_ps 0 \
    postCtsSetupBuffers 0 \
    hp-class "input pin to register" \
    drt-wirelength-per-cell_um 11.0 \
    critPathBufInv 1 \
    maxCapViolCount 0 \
    drt_iter0_drc 15 \
    chipArea_sq_mm 0.00432 \
    setup_ws_ps 768 \
    p_leak_nw 0.887 \
    slew_viol_final 0 \
    relSlewSlack 0.761 \
    power_frac_clock 0.344 \
    seqPwrFrac 0.477 \
    syn-cell-area_sq_mm 0.00122 \
    combPwrFrac 0.179 \
    hold_viol 0 \
    ys.flops 35 \
    yosys_area_sq_mm 0.00122 \
    clkTransAtPathRegs_ps 70 \
    rsz0062_at_grt "no" \
    die_h_um 65.7 \
    final_util 0.611 \
    crit_arrival_ps 1070 \
    cp_max_fo 1 \
    synth.avg_cell_area_sq_um 12.8 \
    grt_pass1_vias 970 \
    post_cts_resized 0 \
    grt_pass1_wl_um 4140 \
    drtAntennaViolNets 0 \
    clock_path_buffers 2 \
    fmax_mhz 653 \
    placementRows 22 \
    drc_errors 0 \
    p_int_mw 1.12 \
    io_pins 94 \
    cp.required_ps 1840 \
    tool_warnings 26 \
]
[cell families after synthesis]
| group | synth area share |
|---|---|
| compound gates | 0.00616 |
| xor+xnor | 0.0647 |
| fa+ha+maj | 0.0103 |
| buf+inv | 0.0123 |
| flops | 0.575 |
| mux | 0.231 |
| simple gates | 0.101 |
[final timing paths]
path / end / cells after the start / start / slack, ps
max: normalized_mantissa[15] / 1 / normalized_mantissa[15] / 770
min: normalized_exponent[9] / 2 / exponent[9] / 760
[final cells by class]
| type | count | area, sq um |
|---|---|---|
| tap | 48 | 60.1 |
| multi-input combinational | 57 | 503 |
| fill | 281 | 1470 |
| clock inverter | 1 | 7.51 |
| sequential | 35 | 701 |
| timing repair buffer | 94 | 938 |
| clock buffer | 7 | 96.3 |
[synthesized netlist by cell type]
cell type  count  area share
dfxtp_1       35        0.57
nand4_1        2       0.010
xnor2_1        3       0.022
nor3_1         2      0.0082
nand2_1        6       0.018
ha_1           1       0.010
nor4_1         5       0.026
xor2_1         6       0.043
nor4_2         1       0.010
nand3_1        1      0.0041
nand4_2        1       0.010
buf_2          3       0.012
nor2_1         2      0.0062
mux2_2        25        0.23
a211oi_1       1      0.0062
and4_1         1      0.0072
[power by group through the flow]
stage / clock [mW] / sequential [mW] / combinational [mW]
4_1_cts: 0.499 / 0.665 / 0.254
5_1_grt: 0.526 / 0.669 / 0.271
6_report: 0.479 / 0.665 / 0.250
[per-stage QoR]
| stage | hold WS, ps | instances | total power [mW] |
|---|---|---|---|
| floorplan | 553 | 95 | 0.724 |
| global placement | 1050 | 234 | 0.930 |
| detailed placement | 1050 | 234 | 0.931 |
| CTS | 747 | 242 | 1.42 |
| global route | 765 | 242 | 1.47 |
| finish | 758 | 242 | 1.39 |
[sequential cells by signal, indices dropped and copies added (netlist names)]
signal	cells
normalized_mantissa	23
normalized_exponent	10
guard_bit	1
sticky_bit	1
[per-layer routing]
metal  up-vias  share of wire  routed length (um)  GRT usage
met2        56           0.43                1150      0.191
li1        530              -                   -          -
met1       464           0.44                1170      0.178
met3         5           0.10                 277     0.0423
met4         0          0.020                  54     0.0217
met5         -              0                   0          0
Power and IR drop assume default switching activity.
